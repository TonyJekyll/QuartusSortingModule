## flow/config.mk

```make
export PLATFORM = sky130hd
export DESIGN_NAME = top_module
export DESIGN_NICKNAME = top_module
export VERILOG_FILES = /design/flow/design.v
export SDC_FILE = /design/flow/constraint.sdc
export NUM_CORES = 4
export LEC_CHECK = 1
export CORE_AREA = 10 10 104 104
export DIE_AREA = 0 0 114 114
```

## flow/constraint.sdc

```tcl
current_design top_module

set clk_period 2.9
set clk_io_pct 0.2

create_clock -name clk0 -period $clk_period [get_ports {clk_i}]

set non_clock_inputs [all_inputs -no_clocks]
set_input_delay [expr $clk_period * $clk_io_pct] -clock clk0 $non_clock_inputs
set_output_delay [expr $clk_period * $clk_io_pct] -clock clk0 [all_outputs]
```

## flow/design.v

```verilog
`timescale 1ns / 1ps
module comparator #(
	parameter DATA_WIDTH = 8 
    )(
    input oen,
    input [DATA_WIDTH - 1 : 0] comp_in_word_A,
    input [DATA_WIDTH - 1 : 0] comp_in_word_B,
    output [DATA_WIDTH - 1 : 0] comp_out_word_A,
    output [DATA_WIDTH - 1 : 0] comp_out_word_B
    );
    assign comp_out_word_A = (oen) ? ((comp_in_word_B > comp_in_word_A) ? comp_in_word_A : comp_in_word_B) : comp_in_word_A;
    assign comp_out_word_B = (oen) ? ((comp_in_word_B > comp_in_word_A) ? comp_in_word_B : comp_in_word_A) : comp_in_word_B;
endmodule
module decoder #(
	parameter ADR_WIDTH = 3
	)(
	input [ADR_WIDTH - 1 : 0] decoder_i,
	output [2**ADR_WIDTH - 1 : 0] decoder_o
	);
	localparam [2**ADR_WIDTH - 1 : 0] mask = 32'hAAAAAAAA;
	reg [ADR_WIDTH - 1 : 0] decoder_i_prev = 0;
	reg [2**ADR_WIDTH - 1 : 0] decoder_o_r = 0;
	assign decoder_o = decoder_o_r;
	always @(decoder_i) begin
		decoder_o_r = mask >> 2**ADR_WIDTH - decoder_i;
	end
endmodule
`timescale 1ns / 1ps
module top_module #(
	parameter DATA_WIDTH = 8,
	parameter ADR_WIDTH = 5
)(
	input clk_i,
	input async_rst_i,
	input sop_i,
	input eop_i,
	input [DATA_WIDTH - 1 : 0] data_i,
	input val_i,
	output sop_o,
	output eop_o,
	output [DATA_WIDTH - 1 : 0] data_o,
	output val_o,
	output busy_o
    );
	reg [DATA_WIDTH - 1 : 0] inner_buffer [0 : 2**ADR_WIDTH - 1];  
	reg [ADR_WIDTH : 0] words_counter;  
	reg [ADR_WIDTH : 0] words_count;  
	reg [ADR_WIDTH : 0] cycle_counter1;
	reg [ADR_WIDTH : 0] cycle_counter2;  
	reg cycle_counter_direction = 1;  
	reg sop_o_r = 1'b0;
	reg eop_o_r = 1'b0;
	reg [DATA_WIDTH - 1 : 0] data_o_r = 0;
	reg val_o_r = 1'b0;
	reg busy_o_r = 1'b0;
	assign sop_o = sop_o_r;
	assign eop_o = eop_o_r;
	assign data_o = data_o_r;
	assign val_o = val_o_r;
	assign busy_o = busy_o_r;
	localparam IDLE = 4'b0000;  
	localparam ONSR = 4'b0001;  
	localparam ONR = 4'b0010;   
	localparam ONER = 4'b0011;  
	localparam ONW = 4'b0100;   
	localparam ONST = 4'b0101;  
	localparam ONT = 4'b0110;   
	localparam ONET = 4'b0111;  
	reg [3:0] current_state = IDLE;
	wire [DATA_WIDTH - 1 : 0] outputs_comps_A [0 : 2**ADR_WIDTH - 2];
	wire [DATA_WIDTH - 1 : 0] outputs_comps_B [0 : 2**ADR_WIDTH - 2];
	wire [2**ADR_WIDTH - 1 : 0] oen_for_comparators;
	reg [DATA_WIDTH - 1 : 0] data_sorted [0 : 2**ADR_WIDTH - 1];
	decoder #(
		.ADR_WIDTH(ADR_WIDTH)
	) decoder_instance(
		.decoder_i(cycle_counter1),
		.decoder_o(oen_for_comparators)
	);
    generate 
		genvar i;
		for (i = 1; i < 2**ADR_WIDTH; i = i + 1)
		begin:instance_of_comparators
			comparator #(
				.DATA_WIDTH(DATA_WIDTH)
				) comparators (
					.oen((i > words_count - 1) ? 1'b0 : oen_for_comparators[i - 1]),
					.comp_in_word_A(inner_buffer[i - 1]),
					.comp_in_word_B(inner_buffer[i]),
					.comp_out_word_A(outputs_comps_A[i - 1]),
					.comp_out_word_B(outputs_comps_B[i - 1])
				);
		end
	endgenerate
	generate  
		genvar k;
		for (k = 0; k < 2**ADR_WIDTH; k = k + 1)
		begin:sorting
		always @ * begin
			case (k)
			0 : begin : case_0
				if (oen_for_comparators[0]) begin
					data_sorted[0] = outputs_comps_A[0];
				end
				else begin
					data_sorted[0] = inner_buffer[0];
				end
			end
			2**ADR_WIDTH - 1 : begin: case_end
				if (oen_for_comparators[2**ADR_WIDTH - 2]) begin
					data_sorted[2**ADR_WIDTH - 1] = outputs_comps_B[2**ADR_WIDTH - 2];
				end
				else begin
					data_sorted[2**ADR_WIDTH - 1] = inner_buffer[2**ADR_WIDTH - 1];
				end
			end
			default : begin : case_default
				if (oen_for_comparators[k]) begin
					data_sorted[k] = outputs_comps_A[k];
				end
				else begin
					if (oen_for_comparators[k - 1]) begin
						data_sorted[k] = outputs_comps_B[k - 1];
					end
					else begin
						data_sorted[k] = inner_buffer[k];
					end
				end
			end
			endcase
		end
		end
	endgenerate
	generate  
		genvar j;
		for (j = 0; j < 2**ADR_WIDTH; j = j + 1)
		begin:update_buffer
			always @(posedge clk_i) begin
				if (async_rst_i) begin
					inner_buffer[j] <= 0;
					data_sorted[j] <= 0;
				end 
				else if (clk_i) begin
					if (current_state == ONW && cycle_counter1 != 0) begin
						inner_buffer[j] <= data_sorted[j];
					end
				end
			end
		end
	endgenerate
	always @(posedge clk_i or posedge async_rst_i) begin
		if (async_rst_i) begin
			busy_o_r <= 1'b0;
			sop_o_r <= 1'b0;
			eop_o_r <= 1'b0;
			data_o_r <= 0;
			val_o_r <= 1'b0;
			words_counter <= 0;
			current_state <= IDLE;
		end
		else if (clk_i) begin
			case (current_state)
			IDLE : begin
				if (sop_i) begin
					if (val_i) begin
						inner_buffer[0] <= data_i;
						words_counter <= 1;
					end
					if (eop_i) begin
						current_state <= ONST;
						words_count <= 1'b1;
						busy_o_r <= 1'b1;
					end else begin
						current_state <= ONR;
					end
				end
			end
			ONR : begin
				if (val_i) begin
					inner_buffer[words_counter] <= data_i;
					words_counter <= words_counter + 1;
				end
				if (eop_i) begin
					busy_o_r <= 1'b1;
					cycle_counter1 <= 1;
					cycle_counter_direction <= 1;
					current_state <= ONW;
					words_count <= words_counter + 1;
				end
			end
			ONW : begin
				if (cycle_counter_direction) begin
					if (cycle_counter1 < words_count) begin	
						cycle_counter1 <= cycle_counter1 + 1;
					end
					else begin
						cycle_counter_direction <= ~cycle_counter_direction;
						cycle_counter1 <= cycle_counter1 - 1;
					end
				end
				else begin
					if (cycle_counter1 > 0) begin
						cycle_counter1 <= cycle_counter1 - 1;
					end
					else begin
						current_state <= ONST;
						cycle_counter_direction <= ~cycle_counter_direction;
					end
				end
			end
			ONST : begin
				sop_o_r <= 1'b1;
				val_o_r <= 1'b1;  
				data_o_r <= inner_buffer[words_count - words_counter];
				inner_buffer[words_count - words_counter] <= 0;
				if (words_counter > 1'b1) begin
					words_counter <= words_counter - 1'b1;
					current_state <= ONT;
				end
				else begin
					eop_o_r <= 1'b1;
					current_state <= ONET;
				end
			end
			ONT : begin
				sop_o_r <= 1'b0;
				data_o_r <= inner_buffer[words_count - words_counter];
				if (words_counter > 1'b1) begin
					words_counter <= words_counter - 1'b1;
				end
				else begin
					eop_o_r <= 1'b1;
					current_state <= ONET;
				end
			end
			ONET : begin
				val_o_r <= 1'b0;
				sop_o_r <= 1'b0;
				eop_o_r <= 1'b0;
				busy_o_r <= 1'b0;
				data_o_r <= 0;
				words_counter <= 0;
				current_state <= IDLE;
			end
			default : begin  
			end
			endcase
		end
	end
endmodule
```

## flow/run.sh

```bash
#!/bin/bash
# OpenROAD 26Q1-2900-gdf79404cd8, Yosys 0.63+post, stock flow scripts
make -C /OpenROAD-flow-scripts/flow DESIGN_CONFIG=/design/flow/config.mk WORK_HOME=/design/flow/orfs finish
```

==> flow_summary.toml <==
# yosys + openroad results
[drt]
routed_wl_um = 3780
vias_per_cell = 4.55
vias = 1453
drtPass1Iterations = 4
ant_nets = 0
antennaDiodeCount = 0
drt_iter0_drc = 177
avgRoutedWirePerCell_um = 11.9
drc = 0

[yosys]
top_area_frac = 0.211
synthFlopType = "edfxtp_1"
yosys_warnings = 1031
avgSynthCellArea_um2 = 8.93
synth_top_cell_by_area = "edfxtp_1"
async_flop_share = 0.500
synth-area-yosys_um2 = 1850
ys_seq_share = 0.387
edf_count = 13
synth_cell_types = 47
yosys-top-cells-area = "edfxtp_1 (21%), dfrtp_1 (18%), ha_1 (7.4%)"
yosysCellCount = 207
synth_flops = 26
synth.cell_area_um2 = 1850
synthCells = 207

[place]
dp_hpwl_um = 2840
dp_slack_ps = 697
place_area_um2 = 2010
port-buffer-count = 8
place.gp.congestion = 0.888

[finish]
lay_top_count = "nor2_1"
fill_cells = 965
drive_above_1_share = 0.0616
syn_to_final_growth_pct = 11.0
comb_area_um2 = 1000
postLayoutCellArea_um2 = 2050
final-seq-area_um2 = 716
final_cell_mix = "nor2_1 (21), nand2_1 (19), inv_1 (15)"

[sta]
fin_crit_ps = 2230
fmax_mhz = 449
setup_viol = 0
hold_viol_final = 0
relSlewSlack = 0.545
fin_ws_ps = 674
tightest_slew_ps = 682
clock_skew_ps = 5.33
fin_hold_ws_ps = 498
finalMaxSlewViolations = 0
period_used_share = 0.768
rsz0062_at_grt = "no"
timing.setup.tns_ps = 0

[global_routing]
gr-total-overflow = 0
track_usage = 0.0566
grt_max_degree = 18
antenna_found_initial = 0
grt_pass1_vias = 1328
grt_pass1_wl_um = 6300

[power_and_ir_drop]
switching_share = 0.448
pwr-share-clk = 0.118
switchingPower_uw = 821
intPower_uw = 1010
p_leak_uw = 0.000804
power_frac_comb = 0.482
powerDensity_nw_per_um2 = 894
p_seq_frac = 0.400
ir_drop_uv = 512

[clock_network]
cts_hold_buf = 0
post_cts_resized = 0
cts_tree = "done"
insertion_delay_ps = 270
cts_buffers = 3
cts_sinks = 26
htree_levels = 1
root_buffer = "clkbuf_8"
clock_path_buffers = 2
path_clk_slew_ps = 100
post_cts_buffers = 0

[flow_run]
max_cap_violations = 0
tool_warnings = 37

[setup_path]
cp.required_ps = 2810
worstPathCellList = "nor3b_2 -> nand2_1 -> a21oi_1"
crit_type = "reg -> reg"
slowest_delay_ps = 690
cp_max_fo = 17
crit_arrival_ps = 2140
critical_path.top_delay_family = "flip-flops"
startpoint_type = "register"
crit_buf_inv = 0
crit_slowest_cell = "dfrtp_1"
setup.worst_path.end_class = "register"

[die]
fp-utilization = 0.213
pin_count = 25
row_count = 34
coreArea_um2 = 8680
dieArea_um2 = 13000
die_y_um = 114
dieWidth_um = 114

[hold_path]
hold_path.class = "reg -> reg"

[run_status]
status = "completed"
[logic make-up (layout without fill, tap and decap cells)]
family	count (synthesis)	count (layout)	synth area share
AND/OR/NAND/NOR	67	67	0.177
AND-OR/OR-AND	59	59	0.221
buffers and inverters	32	29	0.0840
flip-flops	26	26	0.387
adder cells (fa/ha/maj)	11	11	0.0745
XOR/XNOR	8	8	0.0379
multiplexers	3	3	0.0162
other	1	8	0.00203
[synth_stat cells, drive strengths merged, types with 3 or more instances]
cell    instances
nor2           21
nand2          19
o21ai          16
inv            15
a21oi          14
dfrtp          13
edfxtp         13
buf            12
ha             11
nand3           6
xor2            6
a31oi           5
clkbuf          5
a221oi          4
nand2b          4
and3            3
mux2i           3
nor3            3
o21a            3
[layer usage]
layer  share of wire  track usage
met1            0.50       0.0856
met2            0.44       0.0831
met3           0.057       0.0149
met4               0      0.00334
met5               0            0
[state kept, by name (all words and copies together) (netlist names), named ones only]
register and cells:
val_o_r 1, words_counter 6, current_state 2, words_count 6, eop_o_r 1, cycle_counter1 6
sop_o_r 1, busy_o_r 1, cycle_counter_direction 1
[power by group through the flow]
stage | sequential (uW) | combinational [uW] | clock, uW
after CTS | 732 | 885 | 224
after global routing | 762 | 1000 | 236
final | 734 | 883 | 217
[cell type report]
class | instances | area share
clock buffers | 4 | 0.0220
well taps | 108 | 0.0659
repair buffers | 10 | 0.0464
multi-input cells | 156 | 0.489
inverters | 15 | 0.0275
flip-flops and latches | 26 | 0.349
[worst register-to-register path, cell delays in order, from the launching register on]
cell	delay (ps)
dfrtp_1	690
nor3b_2	510
nand2_1	100
a21oi_1	570
[worst paths after layout]
| kind | from | end | cells past startpoint | slack (ps) |
|---|---|---|---|---|
| worst max-delay path | register | cycle_counter1[3]$_SDFFCE_PN0P_ | 3 | 670 |
| worst min-delay path | val_o_r$_DFFE_PP0P_ | val_o_r$_DFFE_PP0P_ | 1 | 500 |
| worst max register to register | register | cycle_counter1[3]$_SDFFCE_PN0P_ | 3 | 670 |
| worst min register to register | val_o_r$_DFFE_PP0P_ | val_o_r$_DFFE_PP0P_ | 1 | 500 |
| max in group asynchronous | async_rst_i | sop_o_r$_DFFE_PP0P_ | 2 | 1800 |
| min in group asynchronous | async_rst_i | words_counter[5]$_DFFE_PP0P_ | 2 | 750 |
[stage by stage]
stage	total power (uW)	cells	utilization
after floorplan	1400	214	-
after global placement	1620	315	0.231
after detailed placement	1620	315	0.231
after CTS	1840	319	0.236
after global routing	2000	319	0.236
final	1830	319	0.236
Power is estimated from default activity; no workload was simulated.
